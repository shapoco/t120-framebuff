$ cat ./design.v
`default_nettype none
module hdmi_out(
    input   wire        resetn      ,
    input   wire        clk         ,
    input   wire        in_vsync    ,
    input   wire        in_hsync    ,
    input   wire        in_de       ,
    input   wire[15:0]  in_data_r   ,
    input   wire[15:0]  in_data_g   ,
    input   wire[15:0]  in_data_b   ,
    output  wire[6:0]   out_1a_data ,
    output  wire[6:0]   out_1b_data ,
    output  wire[6:0]   out_1c_data ,
    output  wire[6:0]   out_1d_data ,
    output  wire[6:0]   out_2a_data ,
    output  wire[6:0]   out_2b_data ,
    output  wire[6:0]   out_2c_data ,
    output  wire[6:0]   out_2d_data ,
    output  wire[6:0]   out_clk
);
wire[7:0] w_r1 = in_de ? in_data_r[7:0] : 0;
wire[7:0] w_g1 = in_de ? in_data_g[7:0] : 0;
wire[7:0] w_b1 = in_de ? in_data_b[7:0] : 0;
wire[7:0] w_r2 = in_de ? in_data_r[15:8] : 0;
wire[7:0] w_g2 = in_de ? in_data_g[15:8] : 0;
wire[7:0] w_b2 = in_de ? in_data_b[15:8] : 0;
logic[6:0] r_1a_data;
logic[6:0] r_1b_data;
logic[6:0] r_1c_data;
logic[6:0] r_1d_data;
logic[6:0] r_2a_data;
logic[6:0] r_2b_data;
logic[6:0] r_2c_data;
logic[6:0] r_2d_data;
always_ff @(posedge clk) begin
    if (!resetn) begin
        r_1a_data <= 0;
        r_1b_data <= 0;
        r_1c_data <= 0;
        r_1d_data <= 0;
        r_2a_data <= 0;
        r_2b_data <= 0;
        r_2c_data <= 0;
        r_2d_data <= 0;
    end else begin
        r_1a_data <= {w_r1[0], w_r1[1], w_r1[2], w_r1[3], w_r1[4], w_r1[5], w_g1[0]};
        r_1b_data <= {w_g1[1], w_g1[2], w_g1[3], w_g1[4], w_g1[5], w_b1[0], w_b1[1]};
        r_1c_data <= {w_b1[2], w_b1[3], w_b1[4], w_b1[5], in_hsync, in_vsync, in_de};
        r_1d_data <= {w_r1[6], w_r1[7], w_g1[6], w_g1[7], w_b1[6], w_b1[7], 1'b0};
        r_2a_data <= {w_r2[0], w_r2[1], w_r2[2], w_r2[3], w_r2[4], w_r2[5], w_g2[0]};
        r_2b_data <= {w_g2[1], w_g2[2], w_g2[3], w_g2[4], w_g2[5], w_b2[0], w_b2[1]};
        r_2c_data <= {w_b2[2], w_b2[3], w_b2[4], w_b2[5], in_hsync, in_vsync, in_de};
        r_2d_data <= {w_r2[6], w_r2[7], w_g2[6], w_g2[7], w_b2[6], w_b2[7], 1'b0};
    end
end
assign out_1a_data = r_1a_data;
assign out_1b_data = r_1b_data;
assign out_1c_data = r_1c_data;
assign out_1d_data = r_1d_data;
assign out_2a_data = r_2a_data;
assign out_2b_data = r_2b_data;
assign out_2c_data = r_2c_data;
assign out_2d_data = r_2d_data;
assign out_clk = 7'b1100011;
endmodule
`default_nettype wire
$ cat ./run.sh
#!/bin/bash
# OpenROAD 26Q1-2900-gdf79404cd8, Yosys 0.63+post, stock flow scripts
make -C /OpenROAD-flow-scripts/flow DESIGN_CONFIG=/design/flow/config.mk WORK_HOME=/design/flow/orfs finish
$ cat ./config.mk
export PLATFORM = sky130hd
export DESIGN_NAME = hdmi_out
export DESIGN_NICKNAME = hdmi_out
export VERILOG_FILES = /design/flow/design.v
export SDC_FILE = /design/flow/constraint.sdc
export NUM_CORES = 4
export LEC_CHECK = 1
export CORE_UTILIZATION = 30
$ cat ./constraint.sdc
current_design hdmi_out

set clk_period 1.0
set clk_io_pct 0.2

create_clock -name clk0 -period $clk_period [get_ports {clk}]

set non_clock_inputs [all_inputs -no_clocks]
set_input_delay [expr $clk_period * $clk_io_pct] -clock clk0 $non_clock_inputs
set_output_delay [expr $clk_period * $clk_io_pct] -clock clk0 [all_outputs]
==> impl_metrics.toml <==
# generated from flow reports
[outcome]
run_status = "completed"

[power]
p_total_mw = 3.68
worst_ir_drop_vdd_uv = 710
power-per-cell-area_nw_per_um2 = 1490
cellLeakagePower_nw = 1.26

[yosys]
synth.ff_latch_count = 51
ys_chip_area_um2 = 1520
ys_cells = 126
synth_cell_type_count = 9
yosysMostFrequentCell = "dfxtp_1"
ys_warn_count = 1
async_reset_ff_share_pct = 0
post-synth-top-area-fraction_pct = 67.1
count_of_flip_flops_with_a_built_in_enable_after_synthesis = 0
cell_type_with_the_largest_total_area = "dfxtp_1"
synth_seq_share_pct = 67.1
syn_avg_cell_area_um2 = 12.1
syn_inst = 126
yosys-top-cells-count = "dfxtp_1 (51), and3_1 (31), and3_2 (17)"
topCellsByArea = "dfxtp_1 (67%), and3_1 (13%), and3_2 (8.4%)"
synth-main-ff-cell = "dfxtp_1"
synth_area_um2 = 1520

[die]
fp_util_pct = 31.8
die_h_um = 73.2
placeableCoreArea_um2 = 4790
ios = 116
row_count = 25
chipArea_um2 = 5360
die_width_um = 73.2

[critical_path]
worst-path-buf-inv = 1
setup.worst_path.class = "flop to primary output"
critical-path-slowest-cell = "dfxtp_2"
setup.worst_path.end_class = "primary output"
max_stage_delay_ns = 0.32
cp_data_required_time_ns = 0.80
cp_cell_sequence = "clkdlybuf4s15_1"
startpoint_type = "flop"
critPathMaxFanout = 1
crit_family = "flip-flops"
arrival_ns = 0.77

[grt]
first_global_vias = 1114
grt_start_max_net_pins = 52
grt.overflow.total = 0
global_route_wire_length_before_repair_mm = 5.11
grt_antenna_before_repair = 0
grt_util_all_layers_pct = 12.7

[timing]
timing_max_transition_violations_final = 0
finalCriticalPeriod_ns = 0.967
grt_setup_unrepaired = "no"
totalNegativeSetupSlack_ns = 0
final_hold_viol_count = 0
layout_worst_path_cycle_share_pct = 96.7
setup_viol = 0
hold_ws_ns = 0.479
fmax_ghz = 1.03

[hold_path]
hold_class = "input port to flop"
worst_hold_start = "in_hsync"
holdPathEnd = "r_1c_data[2]"
min_path_cells = 2

[cts]
cts_hold_repair.buffers = 0
cts_root_buffer = "clkbuf_8"
clk_pin_slew_ns = 0.08
cts_buffers = 5
cts_tree = "done"
ctsHtreeMaxLevel = 2
clock_sinks = 51
postCtsSetupRepairBufs = 0
cts_max_path_buffers = 2

[route]
dr.first_iter.drc_count = 21
drc = 0
number_of_nets_still_failing_antenna_checks_after_routing = 0
post_drt_via_cell_ratio = 4.01
wl_per_cell_um = 11.5
detail_route.antenna_diodes = 0
detailroute.via_count = 1183
drt-total-wl_mm = 3.38
pre_antenna_drt_iters = 4

[layout]
final_cell_area_um2 = 2460
instances_no_fill = 295
post_route_cells_drive_above_1_share_pct = 45.6
syn_to_final_growth_pct = 61.6

[job]
cap_violations = 0
warnings = 26

[placed_design]
gp_routability_congestion = 0.706
detailed_place_hpwl_mm = 2.46
placed_cells = 288
dpl-instance-area_um2 = 2590
tally_of_buffers_added_on_design_ports = 106
==> registers in the layout, indices dropped and copies added, names as in the netlist <==
name,count
r_1a_data,7
r_1b_data,7
r_1c_data,7
r_1d_data,6
r_2a_data,7
r_2b_data,7
r_2c_data,4
r_2d_data,6
==> what timing repair did <==
action,CTS,global route
resized,124,60
cloned,0,0
setup endpoints to repair,54,42
pin swaps,0,0
==> kinds of logic after synthesis <==
kind of cell / count (synthesis) / share of synthesized area (%)
buffers and inverters: 22 / 10.0
and+or+nand+nor: 51 / 22.4
DFF: 51 / 67.1
other: 2 / 0.494
==> cells in the final DEF, fill, tap and decap left out <==
| master | count |
|---|---|
| clkdlybuf4s50_1 | 52 |
| clkbuf_2 | 41 |
| and3_1 | 31 |
| dfxtp_1 | 26 |
| dfxtp_2 | 25 |
| and3_2 | 17 |
| buf_2 | 10 |
| conb_1 | 9 |
| clkbuf_8 | 6 |
| and2_1 | 3 |
| clkdlybuf4s15_1 | 3 |
| buf_12 | 2 |
| buf_4 | 2 |
| clkinv_2 | 1 |
==> layer usage <==
layer | share of wire, % | up-vias | track usage, %
li1 | - | 595 | -
met1 | 42 | 504 | 16.7
met2 | 42 | 79 | 19.9
met3 | 15 | 5 | 6.02
met4 | 1.6 | 0 | 1.96
met5 | 0 | - | 0
==> power by group <==
part / leakage (nW) / internal (mW) / switching [mW] / total, mW
Clock: 0.0470 / 0.543 / 0.600 / 1.14
Combinational: 0.781 / 0.297 / 0.0939 / 0.391
Sequential: 0.429 / 2.12 / 0.0220 / 2.14
==> stage by stage <==
step	setup slack (ns)	utilization [%]
finish	0.0327	51.4
global route	0.000159	51.4
CTS	-0.0532	55.2
detailed placement	-0.175	54.2
global placement	-0.150	54.2
floorplan	0.311	-
==> layout make-up <==
| class | instances | area, um2 |
|---|---|---|
| clock buffer | 6 | 82.6 |
| clock inverter | 1 | 5.00 |
| fill | 438 | 2330 |
| multi-input combinational | 60 | 374 |
| sequential | 51 | 1050 |
| tap | 67 | 83.8 |
| timing repair buffer | 110 | 861 |
==> worst max-delay path by stage <==
stage,to,slack (ns),cells past startpoint,start
finish,out_1a_data[3],0.03,1,r_1a_data[3]
CTS,out_2c_data[2],-0.05,1,r_1c_data[2]
global route,out_2d_data[6],0.0002,1,r_2d_data[6]
Power figures rest on the tool's default switching activity, not on a simulated workload.
